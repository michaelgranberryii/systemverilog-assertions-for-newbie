### flow/config.mk
export PLATFORM = sky130hd
export DESIGN_NAME = top
export DESIGN_NICKNAME = top
export VERILOG_FILES = /design/flow/design.v
export SDC_FILE = /design/flow/constraint.sdc
export NUM_CORES = 4
export LEC_CHECK = 1
export CORE_AREA = 10 10 85 85
export DIE_AREA = 0 0 95 95
### flow/constraint.sdc
current_design top

set clk_period 2.5
set clk_io_pct 0.2

create_clock -name clk0 -period $clk_period [get_ports {clk}]

set non_clock_inputs [all_inputs -no_clocks]
set_input_delay [expr $clk_period * $clk_io_pct] -clock clk0 $non_clock_inputs
set_output_delay [expr $clk_period * $clk_io_pct] -clock clk0 [all_outputs]
### flow/design.v
module top(
  input [3:0] a,b,
  input clk,sample,
  output reg [4:0] s,
  output reg done
);
  reg [3:0] ta,tb;
  reg state = 0;
  always@(posedge clk)
    begin
      case(state)
       0: begin 
              if(sample == 1'b1) 
              begin
              ta <= a;
              tb <= b;
              done <= 1'b0;
              state <= 1'b1;
              end
              else
              state <= 1'b0;
         end
      1:
        begin  
          s <= ta + tb;
          done <= 1'b1;
          state <= 0;
        end
      default : state <= 0;  
      endcase
    end
endmodule
### flow/run.sh
#!/bin/bash
# OpenROAD 26Q1-2900-gdf79404cd8, Yosys 0.63+post, stock flow scripts
make -C /OpenROAD-flow-scripts/flow DESIGN_CONFIG=/design/flow/config.mk WORK_HOME=/design/flow/orfs finish
==> reports/qor.txt <==
Initial antenna violation count: 0
Highest-delay cell along the critical path: sky130_fd_sc_hd__nor2b_1
Proportion of synthesized chip area in sequential cells: 73.9%
Startpoint type of the worst setup path: input port
Clock buffer depth: 2
Final critical delay including setup and external delays: 1.63 ns
Number of synthesized register bits: 15
Max FO, Critical Path: 8
Mean instance size in the synthesized netlist: 17.5 µm²
Routed via count: 312
Routed wire length on met2: 369 µm
Top cell family by delay on the critical path: simple AND/OR/NAND/NOR gates
Status: complete, no violations
Clock insertion delay at the later pin of the skew report: 0.24 ns
Reg2reg start: ta[0]
Relative area change from synthesis to final layout: 47.9%
Num Clock Sinks: 15
Vertical extent of the die: 95 µm
Met1 Wirelength: 461 µm
TritonCTS clock tree: yes
Logic depth of the worst register-to-register path: 6
Leakage component of the power: 0.310 nW
Post-synthesis instance total: 34
Worst min-delay path class: flip-flop to flip-flop
Post-CTS Setup Inserts: 0
Placed Instance Area: 836 µm²
Post-detailed-route wirelength per cell: 8.00 µm
Slew at the pin closest to its max-slew limit: 0.622 ns
Top cells, area: sky130_fd_sc_hd__edfxtp_1 (71%), sky130_fd_sc_hd__ha_1 (8.4%), sky130_fd_sc_hd__dfxtp_1 (3.4%)
Filler-free cell count of the finished design: 125
Hold Startpoint: tb[0]
Worst setup EP type: flip-flop
Chip area line of the yosys report: 596 µm²
CTS Hold Buffers Added: 0
Iteration-0 DRC count of the detailed router: 11
Arrival time reported for the critical path endpoint: 1.51 ns
Top Metal Used: met4
Post-route cell area: 881 µm²
PostCTS Resize Cnt: 0
Internal reg-to-reg setup slack: 1.13 ns
Worst Hold Depth: 1
Netlist area before placement: 596 µm²
Final slew viol count: 0
Final Hold Slack: 0.546 ns
Die Outline Area: 0.00903 mm²
Final hold violation count: 0
Post-route antenna net violation count: 0
Maximum level of the CTS H-tree: 1
Starting utilization of the core area: 10.9%
Number of buffers inserted during clock tree synthesis: 3
Average vias per placed instance: 2.50
Chip width: 95 µm
Std-Cell Rows: 27
Cell taking the most area after synthesis: sky130_fd_sc_hd__edfxtp_1
Number of warnings the tools reported: 25
Distinct lib cells: 12
Area share of the largest cell type after synthesis: 70.6%
Category of the critical setup timing path: input port to flip-flop
Routability-driven placement congestion ratio: 0.736
Setup repair after global routing missed its margin: no
Sum Neg Setup Slack: 0 ns
CP max stage delay: 0.52 ns
First-pass GRT wire length: 1.70 mm
Wirelength, routed: 1.00 mm
Worst vdd ir: 0.184 mV
Flip-flops with a built-in enable: 14
Number of remaining DRC errors: 0
Critical path buffers and inverters: 1
1st-pass router iterations: 2
Final setup skew: 0.00202 ns
Data required, critical path: 2.38 ns
Yosys cell count: 34
Maximum clock frequency: 613 MHz
Number of port buffers: 15
Most common reg cell: sky130_fd_sc_hd__edfxtp_1
Top cells by count, synth: sky130_fd_sc_hd__edfxtp_1 (14), sky130_fd_sc_hd__ha_1 (4), sky130_fd_sc_hd__inv_1 (4)
CTS root buf: sky130_fd_sc_hd__clkbuf_8
Number of global-route vias before repair: 339
Worst r2r dst: s[4]
Maxcap violations: 0
Core Footprint: 0.00547 mm²
Areal power density over the cells: 626 mW/mm²
Routed wire length on met3: 133 µm
Number of top-level pins: 16
Slew Limit Headroom: 58.4%
Cell-by-cell listing of the critical path: clkdlybuf4s50_1, nor2b_1
CTS clock-pin slew for the worst setup and hold paths: 0.06 ns
Proportion of layout cells with a drive suffix above 1: 9.43%
Async set-reset flop share out of synthesis: 0%
Inserted Diodes: 0
Largest net degree at the start of global routing: 10
Leftover overflow at the end of global routing: 0
Warnings, synthesis: 1
Final count of negative-setup-slack endpoints: 0
Total routing usage reported by global routing: 2.42%
Post-placement cell count: 121
Share of the cycle needed by the critical path after routing: 65.2%
Most frequently used cell type in the post-synthesis netlist: sky130_fd_sc_hd__edfxtp_1
Hold EP: s[0]
==> layout by cell type, fill, tap and decap left out <==
cell,instances
sky130_fd_sc_hd__a21o_1,1
sky130_fd_sc_hd__a21oi_2,1
sky130_fd_sc_hd__clkbuf_1,1
sky130_fd_sc_hd__clkbuf_8,3
sky130_fd_sc_hd__clkdlybuf4s50_1,15
sky130_fd_sc_hd__dfxtp_1,1
sky130_fd_sc_hd__edfxtp_1,14
sky130_fd_sc_hd__fa_1,1
sky130_fd_sc_hd__ha_1,4
sky130_fd_sc_hd__inv_1,4
sky130_fd_sc_hd__nand2b_1,1
sky130_fd_sc_hd__nor2b_1,3
sky130_fd_sc_hd__o21ai_0,1
sky130_fd_sc_hd__or2_2,1
sky130_fd_sc_hd__xnor2_1,2
==> through the flow <==
step	utilization, %	power [mW]	setup WS [ns]
detailed placement	15.3	0.372	0.615
global route	16.1	0.576	0.789
finish	16.1	0.551	0.870
CTS	16.1	0.561	0.858
global placement	15.3	0.370	0.626
floorplan	-	0.332	1.21
==> state kept, by name (all words and copies together), names as in the netlist <==
name / flops
done: 1
tb: 4
ta: 4
s: 5
state: 1
==> final cells by class <==
| class | count | area [µm²] |
|---|---|---|
| multi-input combinational | 15 | 140 |
| sequential | 15 | 440 |
| timing repair buffer | 15 | 150 |
| fill | 615 | 4590 |
| tap | 72 | 90.1 |
| inverter | 4 | 15.0 |
| clock buffer | 4 | 45.0 |
==> report_power, final <==
group | internal, mW | total [mW] | switching, mW
sequential | 0.298 | 0.305 | 0.00784
clock | 0.113 | 0.187 | 0.0745
combinational | 0.0399 | 0.0591 | 0.0192
==> routing by layer <==
metal	global-route usage, %	vias to the layer above
met3	1.76	4
met5	0	-
met2	3.32	16
li1	-	158
met4	0.748	0
met1	2.94	134
==> logic make-up after synthesis <==
| group | count (synthesis) | share of synthesized area [%] |
|---|---|---|
| DFF | 15 | 73.9 |
| adders and majority gates | 5 | 11.8 |
| and+or+nand+nor | 5 | 5.25 |
| buffers and inverters | 4 | 2.52 |
| AOI/OAI and AO/OA | 3 | 3.57 |
| xor gates and xnor gates | 2 | 2.94 |
==> worst max path at each step <==
stage	startpoint	end	slack [ns]	cells after the start
6_report	sample	tb[3]	0.87	2
4_1_cts	sample	tb[3]	0.86	2
5_1_grt	sample	tb[3]	0.79	2
Power is estimated from default activity; no workload was simulated.
